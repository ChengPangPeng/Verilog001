--- config.mk ---
export PLATFORM = sky130hd
export DESIGN_NAME = sequence_detector
export DESIGN_NICKNAME = sequence_detector
export VERILOG_FILES = /design/flow/design.v
export SDC_FILE = /design/flow/constraint.sdc
export NUM_CORES = 4
export LEC_CHECK = 1
export CORE_AREA = 10 10 70 70
export DIE_AREA = 0 0 80 80
--- constraint.sdc ---
current_design sequence_detector

set clk_period 2.0
set clk_io_pct 0.2

create_clock -name clk0 -period $clk_period [get_ports {i_clk}]

set non_clock_inputs [all_inputs -no_clocks]
set_input_delay [expr $clk_period * $clk_io_pct] -clock clk0 $non_clock_inputs
set_output_delay [expr $clk_period * $clk_io_pct] -clock clk0 [all_outputs]
--- design.v ---
module sequence_detector (
	input i_clk,
	input i_resetn,
	input i_data,
	output o_count_end, 		       
	output wire [WIDTH-1 : 0] o_count,    
	output o_pattern_found
);
	parameter WIDTH = 6;  
	reg [WIDTH-1 : 0] o_count_p;
	parameter A = 6'd1,
			  B = 6'd2,  
			  C = 6'd3,	 
			  D = 6'd4,	 
			  E = 6'd5,  
			  F = 6'd6;  
 	reg [WIDTH-1 : 0] cur_state, next_state;  
	wire clk_gate;		 
	assign clk_gate = i_clk;
	always @(negedge i_resetn or posedge clk_gate)        
		begin
			if  (~i_resetn)
		 		o_count_p <= 2'h0;		  
			else if(o_count_p >= 6'd63)
				o_count_p <=  2'h0;       
			else 
				o_count_p <=  o_count_p + 1;          
		end 
	always @(negedge i_resetn or posedge clk_gate)        
		begin
			if  (~i_resetn)
				cur_state <= A;		  
			else
				cur_state <= next_state;          
		end 
	always @(cur_state or i_data)
	 begin
		case(cur_state)
			A: begin
				if(i_data == 1'b1)
					next_state = B;
				else
					 next_state = A;
			end
			B: begin
				if(i_data == 1'b1)
					next_state = B;
				else
					 next_state = C;			
			end
			C: begin
				if(i_data == 1'b1)
					next_state = D;
				else
					 next_state = A;
			end
			D: begin
				if(i_data == 1'b1)
					next_state = B;
				else
					 next_state = E;
			end
			E: begin
				if(i_data == 1'b1)
					next_state = D;
				else
					 next_state = F;
			end
			F: begin
				if(i_data == 1'b1)
					next_state = B;  
				else
					 next_state = A;
			end
			default: next_state = A;
		endcase
	 end	
	assign o_count_end = (o_count == 6'd63);
	assign o_count = o_count_p;
	assign o_pattern_found = (cur_state == F) && (i_data == 1)? 1:0;
endmodule  
--- run.sh ---
#!/bin/bash
# OpenROAD 26Q1-2900-gdf79404cd8, Yosys 0.63+post, stock flow scripts
make -C /OpenROAD-flow-scripts/flow DESIGN_CONFIG=/design/flow/config.mk WORK_HOME=/design/flow/orfs finish
==> results.yml <==
# physical design summary
die:
  die-area_um2: 6400
  rows: 21
  fp_util_pct: 13.4
  pin_count: 11
  core-area_um2: 3420
  die_x_um: 80
  die_h_um: 80
setup_path:
  worstPathArrival_ns: 1.50
  path_cells: "ha_4, nand3_4, nor2_4, clkdlybuf4s50_1"
  path_max_fanout: 3
  crit_required_ns: 1.60
  critPathTopFamily: "buffers and inverters"
  crit_slowest_cell: "clkdlybuf4s50_1"
  crit_buf_inv: 1
  start_kind: "flip-flop"
  cp-end-kind: "output port"
  slowest_delay_ns: 0.48
  critical_path_class: "reg2out"
place:
  routabilityCongestion: 0.786
  dp_hpwl_um: 617
  placed_cell_area_um2: 624
  place.port_buffers: 10
yosys:
  compound_area_share_pct: 7.90
  syn_area_per_cell_um2: 13.1
  ys_area_um2: 459
  ys_sh_mux_pct: 0
  ys_top_logic_family: "simple AND/OR/NAND/NOR gates"
  yosys_warnings: 1
  syn_inst: 35
  yosysUniqueCellTypes: 19
  adder_share_pct: 2.72
  ys_cells: 35
  synth_seq_share_pct: 65.7
  simple_gate_share_pct: 18.0
  ys_seq_elements: 12
  synth_area_um2: 459
  xor_area_share_pct: 5.72
route:
  postRouteAntennaNets: 0
  route.vias.total: 317
  drt_iter0_drc: 22
  wirelength_um: 873
  diodes: 0
  wire_per_inst_um: 8.73
  drt_pass1_iterations: 4
  routed_via_density: 3.17
  drc: 0
timing:
  fin_crit_ns: 1.90
  setup_tns_ns: 0
  slew_headroom_pct: 64.9
  clock_skew_ns: 0.000968
  holdWs_ns: 0.478
  drv_slew: 0
  max_freq_ghz: 0.527
  finalSetupViolCount: 0
  hold_viol_final: 0
  fin_crit_sh_pct: 94.8
  tightest_slew_ns: 0.525
cts:
  clock_sinks: 12
  cts_tree: "done"
  clk_pin_slew_ns: 0.07
  clk_latency_ns: 0.26
  cts_root_buf: "clkbuf_4"
  cts_made_buffers: 3
  cts_hold_buf: 0
  cts_buffer_depth: 2
  h-tree-depth: 1
outcome:
  outcome: "completed"
global_route:
  grt_pass1_wl_um: 1420
  grt_pass1_vias: 310
  track_usage_pct: 2.79
  grt_max_degree: 13
  gr-total-overflow: 0
  grt_antenna_before_repair: 0
cells_and_area:
  drive_gt1_share_pct: 25.9
  lay_top_cells: "11 x dfrtp_1, 10 x clkdlybuf4s50_1, 5 x buf_4"
  area_delta_synth_final_pct: 54.8
  lay_top_count: "dfrtp_1"
  stdcell_area_um2: 711
hold_path:
  hp-class: "in2async"
power:
  p_leak_nw: 0.298
  vdd_drop_max_mv: 0.375
  totalPowerFinal_w: 0.000459
  cellPowerDensity_nw_per_um2: 646
run:
  cap_violations: 0
  tool_warnings: 25
[repair_timing]
action / CTS / global route
endpoints found under the setup margin: 1 / 1
resized: 1 / 2
setup buffers: 2 / 2
pin swaps: 0 / 2
[per-layer routing]
layer / wire, µm / share of wire (%) / up-vias / GRT usage (%)
met5: 0 / 0 / - / 0
met4: 0 / 0 / 0 / 0.352
met3: 159 / 18 / 0 / 3.18
met2: 287 / 33 / 12 / 2.97
met1: 427 / 49 / 143 / 3.58
li1: - / - / 162 / -
[synth_stat cells, drive strengths merged]
library cell	count	area share, %
a21oi	1	1.1
and2	1	1.4
dfrtp	11	60
dfstp	1	5.7
ha	1	2.7
nand2	2	1.6
nand3	3	4.4
nor2	4	5.5
nor2b	3	4.1
nor3	1	1.1
o21a	1	1.6
o21ai	1	1.1
o31ai	1	1.6
o41a	1	2.5
xnor2	1	1.9
xor2	2	3.8
[where the power goes]
part,switching (W),internal (W)
sequential,0.00000350,0.000251
combinational,0.00000928,0.0000105
clock,0.0000748,0.000110
total,0.0000875,0.000372
[flip-flops by register name (all words and copies together) (netlist names)]
register	cells
cur_state	6
o_count_p	6
[path summary, 6_finish.rpt]
check	from	endpoint	slack (ns)	cells after the start
max in group asynchronous	i_resetn	cur_state[0]	1.16	1
worst min register to register	cur_state[4]	cur_state[1]	0.48	1
min in group clk0	cur_state[4]	cur_state[1]	0.48	1
worst min-delay path	i_resetn	o_count_p[0]	0.48	1
worst max-delay path	o_count_p[1]	o_count_end	0.10	4
worst max register to register	o_count_p[1]	o_count_p[3]	0.99	5
[worst reg2reg max path: cells and delay by family, from the launching register on]
kind	cells	cell delay (ns)
adder cells (fa/ha/maj)	1	0.18
flip-flops	1	0.39
AND/OR/NAND/NOR	3	0.22
buffers and inverters	1	0.12
[metrics by stage]
stage	cells	worst slack [ns]	util (%)
2_1_floorplan	35	0.774	-
3_3_place_gp	92	0.152	18.3
3_5_place_dp	92	0.147	18.3
4_1_cts	98	0.00516	19.9
5_1_grt	100	-0.00634	20.8
6_report	100	0.103	20.8
[area by class of cell]
cell class / count / area, µm²
Fill cell: 370 / 2710
Sequential cell: 12 / 302
Multi-Input combinational cell: 23 / 178
Timing Repair Buffer: 15 / 138
Tap cell: 46 / 57.6
Clock buffer: 4 / 36.3
[kinds of logic (layout without fill, tap and decap cells)]
logic type	count (synthesis)	after routing
AND-OR/OR-AND	5	5
adder cells (fa/ha/maj)	1	1
XOR/XNOR	3	3
AND/OR/NAND/NOR	14	14
buffers and inverters	0	19
flip-flops	12	12
Power and IR drop assume default switching activity.
