**/design/flow/config.mk**
```make
export PLATFORM = sky130hd
export DESIGN_NAME = ALU
export DESIGN_NICKNAME = ALU
export VERILOG_FILES = /design/flow/design.v
export SDC_FILE = /design/flow/constraint.sdc
export NUM_CORES = 4
export LEC_CHECK = 1
export CORE_AREA = 10 10 70 70
export DIE_AREA = 0 0 80 80
```
**/design/flow/constraint.sdc**
```tcl
current_design ALU

set clk_period 3.4
set clk_io_pct 0.2

create_clock -name clk0 -period $clk_period

set non_clock_inputs [all_inputs -no_clocks]
set_input_delay [expr $clk_period * $clk_io_pct] -clock clk0 $non_clock_inputs
set_output_delay [expr $clk_period * $clk_io_pct] -clock clk0 [all_outputs]
```
**/design/flow/design.v**
```verilog
module ALU #(parameter WIDTH = 4) (
    input [WIDTH-1:0] i_inA, 
    input [WIDTH-1:0] i_inB, 
    input [2:0] i_s, 
    output [(WIDTH*2)-1:0] o_ALU
);
    function [(WIDTH*2)-1:0] alu_operation;
        input [WIDTH-1:0] inA, inB;
        input [2:0] s;
        begin
            case (s)
                3'b000: alu_operation = inA;
                3'b001: alu_operation = inA + inB;
                3'b010: alu_operation = inA - inB;
                3'b011: alu_operation = inA << 1;
                3'b100: alu_operation = inA >> 1;
                3'b101: alu_operation = (inA > inB) ? 1 : 0;
                default: alu_operation = {WIDTH{1'b0}};
            endcase
        end
    endfunction
    assign o_ALU = alu_operation(i_inA, i_inB, i_s);
endmodule
```
**/design/flow/run.sh**
```bash
#!/bin/bash
# OpenROAD 26Q1-2900-gdf79404cd8, Yosys 0.63+post, stock flow scripts
make -C /OpenROAD-flow-scripts/flow DESIGN_CONFIG=/design/flow/config.mk WORK_HOME=/design/flow/orfs finish
```
==> GITHUB_STEP_SUMMARY <==
## Synthesis and layout report

| Metric | Value |
|---|---|
| Crit Path Category | `input pin to output pin` |
| Clock buf count | `0` |
| Synth Cell Area | `505 sq um` |
| Ports | `19` |
| RSZ-0062 raised after global routing | `no` |
| DR WL/cell | `10.9 um` |
| DRC | `0` |
| ANT cells | `0` |
| Fmax achieved | `306 MHz` |
| Top cells by count | `8 x ha_1, 7 x a21oi_1, 7 x inv_1, 7 x nor2_1, 4 x buf_4` |
| Area Overhead vs Synth | `74.3%` |
| OpenROAD warning count | `36` |
| Max Cap Viol | `0` |
| Critical path's top delay family | `buffers and inverters` |
| Arr. time, crit path | `2.59 ns` |
| Pins Over Slew Limit | `0` |
| Initial antenna violation count | `0` |
| Finished Cell Area | `881 sq um` |
| Crit. End Element | `output pin` |
| Inst Count DP | `139` |
| Hold Path End | `o_ALU[0]` |
| Worst hold path cell count | `5` |
| Met3 GRT Util | `0.0170` |
| Seq/Total Area, Yosys | `0` |
| Overall Global Routing Usage | `0.0437` |
| Slew @ Worst Pin | `0.383 ns` |
| HP Class | `input pin to output pin` |
| Met2 Use GR | `0.0594` |
| Final non-filler cell total | `140` |
| Synth top area cells | `ha_1 20%, fa_1 7.9%, a21oi_1 6.9%` |
| DR vias | `565` |
| P per Cell Area | `135 mW/mm^2` |
| CP peak stage delay | `0.54 ns` |
| Critical-path top delay cell | `clkdlybuf4s50_1` |
| WL final | `1520 um` |
| First-pass GRT wire length | `2420 um` |
| Register area | `0 sq um` |
| Yosys top cell area share | `0.198` |
| WHS | `2.04 ns` |
| GP Congestion | `0.908` |
| Crit-path cells | `clkdlybuf4s50_1 -> ha_4 -> buf_4 -> a21oi_2 -> nor2b_1 -> nor3b_2 -> buf_4 -> clkdlybuf4s50_1` |
| Post-Route Setup TNS | `0 ns` |
| Cycle use final | `0.961` |
| Critical Path RT | `2.72 ns` |
| Number of buffers added on ports | `19` |
| Final setup fails | `0` |
| Hold path startpoint | `i_inA[0]` |
| Final Hold Viols | `0` |
| Pre-Place Util | `0.148` |
| Die x size | `80 um` |
| Hpwl dp | `1220 um` |
| Top Usage Layer GRT | `met1` |
| Met1 usage in global routing | `0.0663` |
| DR pass1 iterations | `4` |
| Initial DRC count | `25` |
| Crit path launch type | `input pin` |
| Distinct lib cells | `30` |
| Routed Antenna Nets | `0` |
| Dominant cell type by area after synthesis | `ha_1` |
| Die H | `80 um` |
| Ys Warns | `1` |
| Synthesized instance count | `66` |
| Synth top cell by count | `ha_1` |
| Layout cell share with drive strength beyond 1 | `0.351` |
| # rows | `21` |
| YS chip area | `505 sq um` |
| Vias in the first global route | `545` |
| Yosys cell count | `66` |
| Min cycle time layout | `3.27 ns` |
| Core area | `0.00342 sq mm` |
| Chip area | `0.00640 sq mm` |
| Worst slew margin | `0.744` |
| Synth Area per Inst | `7.66 sq um` |
| Cell area after placement | `816 sq um` |
| Static leakage power | `0.418 nW` |
| Via-to-Cell Ratio | `4.04` |
| Seq Cell Count | `0` |
| Overflow left after global routing | `0` |
| Critical path fanouts, max | `5` |
| Maximum vdd ir drop | `0.0000539 V` |
| Worst path bufs/invs | `4` |
| Outcome | `completed` |
| Final Util | `0.258` |
| Largest net degree at the start of global routing | `13` |
==> timing repair <==
action	in CTS	in global routing
pin swaps	4	5
gates resized	8	12
hold endpoints to repair	0	0
hold buffers	0	0
setup endpoints to repair	7	6
buffers inserted	1	0
==> layer usage <==
metal / routed length, um / share of wire
met5: 0 / 0
met4: 0 / 0
met3: 172 / 0.11
met2: 559 / 0.37
met1: 789 / 0.52
==> area by class of cell <==
type / instances / area (sq um)
fillers: 373 / 2530
multi-input cells: 53 / 492
repair buffers: 33 / 302
well taps: 46 / 57.6
inverters: 8 / 30.0
==> logic make-up after synthesis <==
family / count (synthesis) / synth area share
muxes: 3 / 0.0619
buffers and inverters: 13 / 0.129
adders and majority gates: 10 / 0.277
xor gates and xnor gates: 3 / 0.0520
AOI/OAI and AO/OA: 19 / 0.257
and+or+nand+nor: 18 / 0.223
==> how the worst max path moves through the flow <==
stage / slack, ns / from / cells after the start / endpoint
6_report: 0.13 / i_inA[2] / 8 / o_ALU[7]
5_1_grt: 0.01 / i_inA[0] / 10 / o_ALU[2]
4_1_cts: 0.02 / i_inB[1] / 8 / o_ALU[3]
==> cells in the final DEF (no fill, tap or decap), types with 2 or more instances in the layout <==
cell type / count
nor2_1: 6
buf_4: 14
o22ai_1: 2
dlygate4sd2_1: 3
xor2_1: 2
inv_2: 2
dlymetal6s2s_1: 4
nand3_1: 2
a21oi_1: 5
clkdlybuf4s50_1: 12
fa_2: 2
ha_4: 2
inv_1: 6
a221oi_2: 2
mux2i_1: 2
nand4_1: 2
a21oi_2: 3
nor3b_2: 2
ha_1: 5
==> where the power goes <==
group	switching, mW	internal [mW]	total [mW]	leakage, nW
clock network	0	0	0	0
registers	0	0	0	0
logic	0.0519	0.0672	0.119	0.418
==> metrics by stage <==
stage	power [mW]	worst slack (ns)
after floorplan	0.0545	0.928
after global routing	0.133	0.0137
after CTS	0.115	0.0226
after global placement	0.110	-0.104
final	0.119	0.132
after detailed placement	0.110	-0.111
Power figures rest on the tool's default switching activity, not on a simulated workload.
