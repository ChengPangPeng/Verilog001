## design/flow/design.v

```verilog
module sequence_detector_ShiftReg_101001_2bErrorTol (
	input i_clk,
	input i_resetn,
	input i_data,
	output o_pattern_found
);
	parameter WIDTH = 6;  
	parameter pattern = 6'b101001;
	reg [WIDTH-1 : 0] seq_reg;  
	reg [WIDTH-1 : 0] pattern_match_XOR;
	wire [WIDTH-1 : 0] Bit_sum;
	reg pattern_found_p;
	wire clk_gate;		 
	reg detect_en;
	reg [WIDTH-1 : 0] count_p;
	assign clk_gate = i_clk;
	adder_6in_1b adder_inst (
        .i_a(pattern_match_XOR),
        .o_sum(Bit_sum)
    ); 
	always @(negedge i_resetn or posedge clk_gate) 
		begin
			if (~i_resetn)	
				begin
					seq_reg <= 6'h0;
					count_p <= 0;
					pattern_match_XOR[5:0] <= 6'h0;
				end
			else if(count_p >= 6'd63)  
				count_p <= WIDTH;  
			else
				begin
					seq_reg <= {seq_reg[WIDTH-2 : 0], i_data};  
					count_p <= count_p + 1;
					pattern_match_XOR[5:0] <= (seq_reg ^ 6'b101001);
				end
		end  
		always @(negedge i_resetn or posedge clk_gate)
		begin
			if (~i_resetn)
				detect_en <= 0;
			else if (count_p >= WIDTH)
				detect_en <= 1;
			else
				detect_en <= 0;
		end 
	always @(negedge i_resetn or posedge clk_gate) 
		begin
			if (~i_resetn)
			pattern_found_p <= 0;
			else if (detect_en && (Bit_sum <= 2))
			pattern_found_p <= 1;
			else
			pattern_found_p <= 0;
		end 
	assign o_pattern_found = pattern_found_p;
endmodule  
module adder_6in_1b (
	input [WIDTH_in-1:0] i_a,
	output [WIDTH_out-1:0] o_sum
);
	parameter WIDTH_in = 6; 
	parameter WIDTH_out = 6;
	reg [WIDTH_out:0] sum_p;
always @(*)
begin
	sum_p = i_a[0] + i_a[1] + i_a[2] + i_a[3] + i_a[4] + i_a[5];
end
assign o_sum = sum_p;
endmodule 
```

## design/flow/run.sh

```bash
#!/bin/bash
# OpenROAD 26Q1-2900-gdf79404cd8, Yosys 0.63+post, stock flow scripts
make -C /OpenROAD-flow-scripts/flow DESIGN_CONFIG=/design/flow/config.mk WORK_HOME=/design/flow/orfs finish
```

## design/flow/config.mk

```make
export PLATFORM = sky130hd
export DESIGN_NAME = sequence_detector_ShiftReg_101001_2bErrorTol
export DESIGN_NICKNAME = sequence_detector_ShiftReg_101001_2bErrorTol
export VERILOG_FILES = /design/flow/design.v
export SDC_FILE = /design/flow/constraint.sdc
export NUM_CORES = 4
export LEC_CHECK = 1
export CORE_AREA = 10 10 82 82
export DIE_AREA = 0 0 92 92
```

## design/flow/constraint.sdc

```tcl
current_design sequence_detector_ShiftReg_101001_2bErrorTol

set clk_period 3.2
set clk_io_pct 0.2

create_clock -name clk0 -period $clk_period [get_ports {i_clk}]

set non_clock_inputs [all_inputs -no_clocks]
set_input_delay [expr $clk_period * $clk_io_pct] -clock clk0 $non_clock_inputs
set_output_delay [expr $clk_period * $clk_io_pct] -clock clk0 [all_outputs]
```

==> flow_summary.ini <==
; physical design summary
[final_timing]
worst_hold_slack_ps = 453
setup_viol = 0
setup_tns_ps = 0
worstMarginPinSlew_ps = 752
period_used_share = 0.744
final_hold_viol_count = 0
rsz0062_at_grt = false
fin_crit_ps = 2380
skew_ps = 1.74
fmax_ghz = 0.420
slew_viol_final = 0
slew_headroom = 0.497

[route]
dr.pass1.iters = 3
via_per_inst = 3.34
drt_iter0_drc = 23
wire_per_inst_um = 9.35
antenna_left = 0
n_antenna_cell = 0
post-route-drc-count = 0
vias = 474
routed_wl_um = 1330

[floorplanning]
ios = 4
fp.dieH_um = 92
core.rowCount = 26
die-area_mm2 = 0.00846
die_x_um = 92
core_mm2 = 0.00507
fp_util = 0.155

[layout]
drive_gt1_frac = 0.125
final_area_um2 = 941
final_util = 0.185
largest_reg_flops = 6
fillers = 564
area_delta_synth_final_pct = 19.4

[global_routing]
grt_pass1_vias = 552
antenna_found_initial = 0
grt_pass1_wl_um = 2510
grt_max_degree = 18
track_usage = 0.0359
gr-total-overflow = 0

[clocking]
ctsHoldBuffers = 0
htreeDepth = 1
cts_tree = done
cts-buffers-inserted = 3
cts_resized = 0
clockBufferDepth = 2
cts_setup_buffers = 0
cts.clk_slew.worst_paths_ps = 60
cts-root-buf = clkbuf_8
clkLatencyLatePin_ps = 250
cts.sinks = 17

[pwr]
p_leak_uw = 0.000391
p_per_area_mw_per_mm2 = 449
swShare = 0.215
peakVddDrop_v = 0.000182
p_switching_uw = 90.6
pwr-share-comb = 0.089
pwr-share-clk = 0.368
power.internal_uw = 332
seqPwrFrac = 0.543

[critical_path]
slowest_delay_ps = 480
path_max_fanout = 3
endpoint_kind = flop
cp.buffers_inverters = 2
cp_common_cell = fa_1
arrival_ps = 2540
crit_cells = 7
worstRegToRegCells = 7
cp-start-kind = flop
critical_path_required_ps = 3360
worstSetupPathType = flop to flop
crit_family = adder cells
cp_cell_sequence = ha_1 -> inv_1 -> fa_1 -> inv_1 -> fa_1 -> fa_1 -> a211oi_1
slowest_stage = fa_1

[yosys]
async_flop_share = 1.00
edf_count = 0
yosys_cells = 66
ys_top_cells_by_count = 17 x dfrtp_1, 7 x inv_1, 6 x o21ai_0
area_leaders = dfrtp_1 54%, fa_1 7.6%, ha_1 4.8%, o21ai_0 3.8%, mux2_4 3.8%
netlist_area_um2 = 788
synth_cells = 66
ys_seq_frac = 0.540
avgSynthCellArea_um2 = 11.9
synthDistinctLibCells = 19
largest_area_cell = dfrtp_1
yosysWarnings = 2
ys_ff = 17
yosysMostFrequentCell = dfrtp_1
ff_type = dfrtp_1
yosys_area_um2 = 788
yosysTopAreaCellShare = 0.540

[placement]
dp_hpwl_um = 1020
place_area_um2 = 895
numPortBuffers = 3
place_congestion = 0.807

[worst_hold_path]
min_path_type = flop to flop
holdPathStages = 1

[run]
warning_count = 26
maxCapViolCount = 0

[outcome]
status = completed
==> final timing paths <==
check	slack, ps	start	end
max	820	seq_reg[2]$_DFFE_PN0P_	pattern_found_p$_DFF_PN0_
min reg2reg	450	pattern_match_XOR[4]$_DFFE_PN0P_	pattern_match_XOR[5]$_DFFE_PN0P_
max in group asynchronous	1890	i_resetn	pattern_match_XOR[4]$_DFFE_PN0P_
max reg2reg	820	seq_reg[2]$_DFFE_PN0P_	pattern_found_p$_DFF_PN0_
min in group asynchronous	840	i_resetn	count_p[3]$_DFF_PN0_
min	450	pattern_match_XOR[4]$_DFFE_PN0P_	pattern_match_XOR[5]$_DFFE_PN0P_
==> kinds of logic after synthesis <==
| kind of cell | after synthesis | share of synthesized area |
|---|---|---|
| AOI/OAI and AO/OA | 12 | 0.0825 |
| xor gates and xnor gates | 3 | 0.0333 |
| adders and majority gates | 6 | 0.124 |
| and+or+nand+nor | 16 | 0.106 |
| muxes | 4 | 0.0667 |
| buffers and inverters | 8 | 0.0476 |
| DFF | 17 | 0.540 |
==> through the flow <==
step           setup WS (ps)  std cells  total power (uW)
2_1_floorplan            955         66               251
3_3_place_gp             910        138               269
3_5_place_dp             839        138               272
4_1_cts                  808        142               429
5_1_grt                  669        142               447
6_report                 820        142               422
==> power groups by stage <==
| stage | Sequential (uW) | Clock, uW | Combinational, uW |
|---|---|---|---|
| CTS | 229 | 160 | 38.7 |
| global route | 231 | 172 | 44.3 |
| finish | 229 | 155 | 37.5 |
==> cell type report <==
cell class              instances  area [um2]  area share
clock inverters                 1        5.00     0.00532
clock buffers                   3        41.3      0.0439
inverters                       7        26.3      0.0279
well taps                      70        87.6      0.0931
flip-flops and latches         17         425       0.452
repair buffers                  3        30.0      0.0319
multi-input cells              41         325       0.346
==> worst register-to-register path, delay by kind of cell (launching register included) <==
family | cells | cell delay (ps)
fa+ha+maj | 4 | 1600
buf+inv | 2 | 90
compound gates | 1 | 200
flops | 1 | 400
==> placed cells by master (no fill, tap or decap) <==
cell type,instances
a21oi_1,4
nand3_4,1
mux2_4,2
a211oi_1,1
mux2_2,2
o21ai_0,6
clkdlybuf4s50_1,3
xnor2_1,2
o31ai_1,1
nor3_1,4
clkbuf_8,3
nand2_1,5
nor2_1,3
nand3_1,2
inv_1,7
dfrtp_1,17
clkinv_2,1
or2_1,1
ha_1,3
xor2_1,1
fa_1,3
==> per-layer routing <==
| metal | wire length (um) | share of wire | track usage | up-vias |
|---|---|---|---|---|
| met4 | 0 | 0 | 0.00257 | 0 |
| met3 | 69 | 0.052 | 0.0157 | 0 |
| met2 | 585 | 0.44 | 0.0571 | 6 |
| li1 | - | - | - | 234 |
| met1 | 672 | 0.51 | 0.0464 | 234 |
| met5 | 0 | 0 | 0 | - |
No activity file was given, so power comes from the tool's default toggle rates.
